<file path="flow/run.sh">
#!/bin/bash
# OpenROAD 26Q1-2900-gdf79404cd8, Yosys 0.63+post, stock flow scripts
make -C /OpenROAD-flow-scripts/flow DESIGN_CONFIG=/design/flow/config.mk WORK_HOME=/design/flow/orfs finish
</file>
<file path="flow/config.mk">
export PLATFORM = sky130hd
export DESIGN_NAME = Decoder
export DESIGN_NICKNAME = Decoder
export VERILOG_FILES = /design/flow/design.v
export SDC_FILE = /design/flow/constraint.sdc
export NUM_CORES = 4
export LEC_CHECK = 1
export CORE_AREA = 10 10 70 70
export DIE_AREA = 0 0 80 80
</file>
<file path="flow/design.v">
`timescale 1ns / 1ps
module Decoder #(parameter N = 16, k = 5)(  
    input wire [k-1:0] tune_level,
    (*S = "YES"*)output reg [N-1:0] top,
    (*S = "YES"*)output reg [N-1:0] bottom
    );
always @(tune_level)
case (tune_level)
31: begin
	 top		=	16'b1111111111111111;
	 bottom	=	16'b0000000000000000;
	 end
30: begin
	 top		=	16'b0111111111111111;
	 bottom	=	16'b0000000000000000;
	 end
29: begin
	 top		=	16'b0011111111111111;
	 bottom	=	16'b0000000000000000;
	 end
28: begin
	 top		=	16'b0001111111111111;
	 bottom	=	16'b0000000000000000;
	 end
27: begin
	 top		=	16'b0000111111111111;
	 bottom	=	16'b0000000000000000;
	 end
26: begin
	 top		=	16'b0000011111111111;
	 bottom	=	16'b0000000000000000;
	 end
25: begin
	 top		=	16'b0000001111111111;
	 bottom	=	16'b0000000000000000;
	 end
24: begin
	 top		=	16'b0000000111111111;
	 bottom	=	16'b0000000000000000;
	 end
23: begin
	 top		=	16'b0000000011111111;
	 bottom	=	16'b0000000000000000;
	 end
22: begin
	 top		=	16'b0000000001111111;
	 bottom	=	16'b0000000000000000;
	 end
21: begin
	 top		=	16'b0000000000111111;
	 bottom	=	16'b0000000000000000;
	 end
20: begin
	 top		=	16'b0000000000011111;
	 bottom	=	16'b0000000000000000;
	 end
19: begin
	 top		=	16'b0000000000001111;
	 bottom	=	16'b0000000000000000;
	 end
18: begin
	 top		=	16'b0000000000000111;
	 bottom	=	16'b0000000000000000;
	 end
17: begin
	 top		=	16'b0000000000000011;
	 bottom	=	16'b0000000000000000;
	 end
16: begin
	 top		=	16'b0000000000000001;
	 bottom	=	16'b0000000000000000;
	 end
15: begin
	 top		=	16'b0000000000000000;
	 bottom	=	16'b0000000000000001;
	 end
14: begin
	 top		=	16'b0000000000000000;
	 bottom	=	16'b0000000000000011;
	 end
13: begin
	 top		=	16'b0000000000000000;
	 bottom	=	16'b0000000000000111;
	 end
12: begin
	 top		=	16'b0000000000000000;
	 bottom	=	16'b0000000000001111;
	 end
11: begin
	 top		=	16'b0000000000000000;
	 bottom	=	16'b0000000000011111;
	 end
10: begin
	 top		=	16'b0000000000000000;
	 bottom	=	16'b0000000000111111;
	 end
 9: begin
	 top		=	16'b0000000000000000;
	 bottom	=	16'b0000000001111111;
	 end
 8: begin
	 top		=	16'b0000000000000000;
	 bottom	=	16'b0000000011111111;
	 end
 7: begin
	 top		=	16'b0000000000000000;
	 bottom	=	16'b0000000111111111;
	 end
 6: begin
	 top		=	16'b0000000000000000;
	 bottom	=	16'b0000001111111111;
	 end
 5: begin
	 top		=	16'b0000000000000000;
	 bottom	=	16'b0000011111111111;
	 end
 4: begin
	 top		=	16'b0000000000000000;
	 bottom	=	16'b0000111111111111;
	 end
 3: begin
	 top		=	16'b0000000000000000;
	 bottom	=	16'b0001111111111111;
	 end
 2: begin
	 top		=	16'b0000000000000000;
	 bottom	=	16'b0011111111111111;
	 end
 1: begin
	 top		=	16'b0000000000000000;
	 bottom	=	16'b0111111111111111;
	 end
 0: begin
	 top		=	16'b0000000000000000;
	 bottom	=	16'b1111111111111111;
	 end
endcase
endmodule
</file>
<file path="flow/constraint.sdc">
current_design Decoder

set clk_period 1.0
set clk_io_pct 0.2

create_clock -name clk0 -period $clk_period

set non_clock_inputs [all_inputs -no_clocks]
set_input_delay [expr $clk_period * $clk_io_pct] -clock clk0 $non_clock_inputs
set_output_delay [expr $clk_period * $clk_io_pct] -clock clk0 [all_outputs]
</file>
==> results_dict.tcl <==
# flow metrics
set metrics [dict create \
    cp_slowest_cell "or2_4" \
    drive_gt1_frac 0.883 \
    nFillCells 319 \
    dp_slack_ns -0.957 \
    violations "negative setup slack" \
    drt-initial-drc-count 26 \
    postRouteAntennaNets 0 \
    layout_top_cell "buf_6" \
    viasPerCell 3.73 \
    min_path_type "input port to output pin" \
    slowest_delay_ns 0.27 \
    fp_util 0.0857 \
    synth.distinct_cells 23 \
    slew_viol_final 0 \
    cp_num_buf_inv 4 \
    syn-instance-count 52 \
    final_cell_area_um2 1240 \
    wl_per_cell_um 14.1 \
    grt_max_degree 8 \
    diodes 0 \
    avgSynthCellArea_um2 5.63 \
    cap_viol_max_count 0 \
    period_needed_ns 1.22 \
    grt_setup_unrepaired "true" \
    synth-warning-count 1 \
    worstPathArrival_ns 1.02 \
    ff_count 0 \
    synth_seq_share 0 \
    routed_wl_um 2350 \
    drt_first_pass_iters 4 \
    vias 620 \
    finalSetupViolCount 27 \
    nClkBuffers 0 \
    irDropWorstVdd_uv 98.5 \
    fmax_mhz 817 \
    cp_cell_sequence "buf_12 -> or2_4 -> buf_6 -> buf_4 -> o31ai_4 -> buf_2" \
    port_buffers 37 \
    core_region_area_um2 3420 \
    hold_start "tune_level[2]" \
    path_class "input port to output pin" \
    critical-path-top-delay-family "buffers and inverters" \
    final-comb-area_um2 427 \
    grt_pass1_vias 627 \
    num_rows 21 \
    endpoint_kind "output pin" \
    seq_area_um2 0 \
    period_used_share 1.22 \
    grt_overflow 0 \
    ioPinCount 37 \
    grt_antenna_before_repair 0 \
    synthToLayoutAreaGrowth_pct 325 \
    holdPathEnd "bottom[4]" \
    crit_fanout 6 \
    status "complete, but fails checks" \
    place.gp.congestion 0.744 \
    worst-slew-pin-transition_ns 0.180 \
    dp_hpwl_um 1440 \
    powerDensity_nw_per_um2 408 \
    yosysChipArea_um2 293 \
    hold_path_depth 3 \
    groute.usage.overall 0.0628 \
    synth_area_um2 293 \
    timing.final.ws_setup_ns -0.224 \
    ys_cells 52 \
    leakage_nw 0.591 \
    final_util 0.364 \
    hold_violations 0 \
    grt_pass1_wl_um 3410 \
    warnings 34 \
    required_ns 0.80 \
    die_area_um2 6400 \
    die_w_um 80 \
    die_y_um 80 \
    drc 0 \
    hold_buffers 0 \
    tns_ns -2.04 \
    lay_top_cells "buf_6 (29), buf_2 (26), buf_4 (8)" \
    slew_headroom 0.879 \
    crit_path_start_kind "input port" \
    post_dp_cell_area_um2 752 \
]
## through the flow
| step | cells | power (mW) | hold slack (ns) |
|---|---|---|---|
| after floorplan | 52 | 0.0875 | 0.466 |
| after global placement | 137 | 0.283 | 1.44 |
| after detailed placement | 137 | 0.284 | 1.44 |
| after CTS | 161 | 0.425 | 0.645 |
| after global routing | 166 | 0.545 | 0.660 |
| final | 166 | 0.507 | 0.635 |
## how the worst max path moves through the flow
stage / startpoint / to / slack [ns] / cells after the start
after global routing: tune_level[3] / bottom[7] / -0.24 / 6
final: tune_level[3] / bottom[7] / -0.22 / 6
after CTS: tune_level[1] / bottom[7] / -0.25 / 5
## power breakdown
group / switching [mW] / total, mW / internal (mW)
clock: 0 / 0 / 0
sequential: 0 / 0 / 0
combinational: 0.193 / 0.507 / 0.314
total: 0.193 / 0.507 / 0.314
## logic make-up after synthesis
kind of cell	Yosys count	synth area share
and+or+nand+nor	23	0.415
buffers and inverters	13	0.239
AOI/OAI and AO/OA	16	0.346
## layout make-up
type | count | share of cell area
inverters | 3 | 0.0111
well taps | 46 | 0.0463
repair buffers | 78 | 0.600
multi-input cells | 39 | 0.343
## cells in the mapped netlist, drive strengths merged
cell,n,area (µm²)
and3,2,12.5
inv,3,11.3
nand2,3,11.3
buf,9,53.8
nor4,1,6.26
a31oi,3,18.8
and4,1,8.76
o211ai,1,7.51
clkbuf,1,5.00
or2,3,18.8
o21a,2,15.0
o31ai,1,7.51
nor2b,2,12.5
a21o,1,8.76
a21oi,7,35.0
nor2,6,22.5
nor3,2,10.0
o31a,1,8.76
and2,3,18.8
## timing repair
item / CTS / global route
buffers inserted: 24 / 9
endpoints found under the setup margin: 32 / 28
gates resized: 189 / 25
pin swaps: 27 / 18
## routing by layer
layer | part of all wire | vias up | GRT usage
met5 | 0 | - | 0
met4 | 0 | 0 | 0
met3 | 0.092 | 0 | 0.0273
met2 | 0.47 | 23 | 0.104
met1 | 0.44 | 284 | 0.0778
li1 | - | 313 | -
Power and IR drop assume default switching activity.
