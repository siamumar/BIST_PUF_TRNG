<file path="./config.mk">
export PLATFORM = sky130hd
export DESIGN_NAME = diffussion2
export DESIGN_NICKNAME = diffussion2
export VERILOG_FILES = /design/flow/design.v
export SDC_FILE = /design/flow/constraint.sdc
export NUM_CORES = 4
export LEC_CHECK = 1
export CORE_UTILIZATION = 30
</file>
<file path="./constraint.sdc">
current_design diffussion2

set clk_period 9.2
set clk_io_pct 0.2

create_clock -name clk0 -period $clk_period

set non_clock_inputs [all_inputs -no_clocks]
set_input_delay [expr $clk_period * $clk_io_pct] -clock clk0 $non_clock_inputs
set_output_delay [expr $clk_period * $clk_io_pct] -clock clk0 [all_outputs]
</file>
<file path="./design.v">
`timescale 1ns / 1ps
module diffussion2 #(parameter N_CB = 64)(
	input wire [N_CB-1:0] B,
	output wire [N_CB-1:0] C
    );
	 wire [N_CB-1:0] BC, C0;
	 diffussion #(N_CB) diffussion0(
		.B(B),
		.C(BC)
    );
	 diffussion #(N_CB) diffussion1(
		.B(BC),
		.C(C0)
    );
	 integer i;
	 input_network #(N_CB) input_network (
		.d(C0),
		.c(C)
	);
endmodule
module diffussion #(parameter N_CB = 64)(
	input wire [N_CB-1:0] B,
	output reg [N_CB-1:0] C
    );
	 parameter G = N_CB/16;
	reg [G-1:0] B1 [15:0];
	reg [G-1:0] B2 [15:0];
	reg [G-1:0] C1 [15:0];
	integer i, j, k;
	always @(*) begin
		for (i = 0; i < 16; i = i+1)
			for (j = 0; j < G; j = j+1)
				B1[i][j] = B[i*G+j];
		for (i = 0; i < 16; i = i+1)
			for (j = 0; j < G; j = j+1)
				C[i*G+j] = C1[i][j];
		for (i = 0; i < N_CB/G; i = i+1)
			B2[i] = B1[(i+(i%4)*4)%(N_CB/G)];
		C1[0] 	 = 	 2*B2[0]	+	2*B2[5]	+	3*B2[10]	+	2*B2[15]	;
		C1[1] 	 = 	 2*B2[0]	+	1*B2[5]	+	3*B2[10]	+	1*B2[15]	;
		C1[2] 	 = 	 1*B2[0]	+	1*B2[5]	+	2*B2[10]	+	3*B2[15]	;
		C1[3] 	 = 	 1*B2[0]	+	3*B2[5]	+	1*B2[10]	+	1*B2[15]	;
		C1[4] 	 = 	 2*B2[4]	+	2*B2[9]	+	3*B2[14]	+	2*B2[3]	;
		C1[5] 	 = 	 2*B2[4]	+	1*B2[9]	+	3*B2[14]	+	1*B2[3]	;
		C1[6] 	 = 	 1*B2[4]	+	1*B2[9]	+	2*B2[14]	+	3*B2[3]	;
		C1[7] 	 = 	 1*B2[4]	+	3*B2[9]	+	1*B2[14]	+	1*B2[3]	;
		C1[8] 	 = 	 2*B2[8]	+	2*B2[13]	+	3*B2[2]	+	2*B2[7]	;
		C1[9] 	 = 	 2*B2[8]	+	1*B2[13]	+	3*B2[2]	+	1*B2[7]	;
		C1[10] 	 = 	 1*B2[8]	+	1*B2[13]	+	2*B2[2]	+	3*B2[7]	;
		C1[11] 	 = 	 1*B2[8]	+	3*B2[13]	+	1*B2[2]	+	1*B2[7]	;
		C1[12] 	 = 	 2*B2[12]	+	2*B2[1]	+	3*B2[6]	+	2*B2[11]	;
		C1[13] 	 = 	 2*B2[12]	+	1*B2[1]	+	3*B2[6]	+	1*B2[11]	;
		C1[14] 	 = 	 1*B2[12]	+	1*B2[1]	+	2*B2[6]	+	3*B2[11]	;
		C1[15] 	 = 	 1*B2[12]	+	3*B2[1]	+	1*B2[6]	+	1*B2[11]	;
	end
endmodule
module input_network #(parameter N_CB = 32)(
	input wire [N_CB-1:0] d,
	output reg [N_CB-1:0] c
	);
	integer k, m;
	always @(*) begin
		c[(N_CB+2)/2-1] = d[0];
		for (k = 1;k <= N_CB-1; k = k+2)
			c[(k+1)/2-1] = d[k-1] ^ d[k];
		for (m = 2; m <= N_CB-2; m = m+2)
			c[(N_CB+m+2)/2-1] = d[m-1] ^ d[m];
	end
endmodule 
</file>
<file path="./run.sh">
#!/bin/bash
# OpenROAD 26Q1-2900-gdf79404cd8, Yosys 0.63+post, stock flow scripts
make -C /OpenROAD-flow-scripts/flow DESIGN_CONFIG=/design/flow/config.mk WORK_HOME=/design/flow/orfs finish
</file>
==> flow_metrics.env <==
# implementation run metrics
export IMPL_worstPathArrival_ns=7.30
export IMPL_dieArea_sq_um=27300
export IMPL_period_used_pct=99.4
export IMPL_synth_area_sq_um=8000
export IMPL_path_buffers=8
export IMPL_crit_required_ns=7.36
export IMPL_yosys_cells=707
export IMPL_die_w_um=165
export IMPL_hpwl_um=16300
export IMPL_hold_depth=5
export IMPL_regArea_sq_um=0
export IMPL_hold_class="in2out"
export IMPL_slowest_stage="fa_1"
export IMPL_totalWireLength_um=17400
export IMPL_utilization_pct=43.0
export IMPL_postPlaceCellArea_sq_um=10700
export IMPL_dr_pass1_iters=22
export IMPL_timing_hold_violations_final=0
export IMPL_period_needed_ns=9.14
export IMPL_ant_nets=0
export IMPL_layout_drive_gt1_share_pct=29.4
export IMPL_grt_usage_pct=14.4
export IMPL_relSlewSlack_pct=72.0
export IMPL_fp_util_pct=30.6
export IMPL_grt_start_max_net_pins=8
export IMPL_critPathLaunch="B[21]"
export IMPL_routed_via_density=3.98
export IMPL_end_kind="output port"
export IMPL_cap_violations=0
export IMPL_drt_iter0_markers=137
export IMPL_synth_seq_share_pct=0
export IMPL_final_area_sq_um=11200
export IMPL_postSynthCellCount=707
export IMPL_clock_buffers=0
export IMPL_worst_slew_pin_slew_ns=0.417
export IMPL_yosys_warnings=5
export IMPL_ys_chip_area_sq_um=8000
export IMPL_n_fill_cell=2422
export IMPL_start_kind="input port"
export IMPL_cp_common_cell="fa_1"
export IMPL_critPathTopFamily="adder cells"
export IMPL_place_inst=1300
export IMPL_num_io_pins=128
export IMPL_rsz0062_at_grt="true"
export IMPL_finalSetupViolations=0
export IMPL_vias=5282
export IMPL_area_growth_pct=40.4
export IMPL_wl_per_cell_um=13.1
export IMPL_path_cells="buf_8 -> fa_1 -> inv_2 -> fa_1 -> fa_1 -> inv_1 -> ha_2 -> inv_2 -> fa_1 -> inv_2 -> fa_1 -> fa_1 -> fa_1 -> inv_1 -> fa_2 -> xor2_2 -> xnor2_2 -> xnor2_2 -> buf_4 -> xnor3_1 -> xnor2_1 -> buf_2"
export IMPL_num_rows=59
export IMPL_gp_congestion=0.969
export IMPL_synth_distinct_cells=14
export IMPL_warnings=36
export IMPL_syn_area_per_cell_sq_um=11.3
export IMPL_cpPeakStageDelay_ns=0.55
export IMPL_antenna_found_initial=4
export IMPL_stdcell_count=1326
export IMPL_grt_remaining_overflow=0
export IMPL_grt_pass1_wl_um=28600
export IMPL_critPathKind="in2out"
export IMPL_die_h_um=165
export IMPL_max_freq_mhz=109
export IMPL_status="complete, no violations"
export IMPL_core_area_sq_um=26100
export IMPL_drv_slew=0
export IMPL_cp_max_fo=3
export IMPL_whs_ns=4.51
export IMPL_path_depth=22
export IMPL_io_buffers=128
export IMPL_min_delay_start="B[8]"
export IMPL_grt_pass1_vias=5745
export IMPL_numSequentialCells=0
export IMPL_drc=0
## stage by stage
step / setup TNS [ns] / setup WS [ns]
detailed placement: -14.91 / -0.887
global route: -0.813 / -0.236
global placement: -15.08 / -0.891
CTS: -0.178 / -0.121
floorplan: 0 / 0.180
finish: 0 / 0.0573
## area by class of cell
type,instances,area (sq um),share of cell area (%)
Antenna cell,4,10.0,0.0891
Multi-Input combinational cell,507,7680,68.4
Tap cell,335,419,3.73
Timing Repair Buffer,281,2380,21.2
Inverter,199,749,6.67
## what timing repair did
| action | in CTS | in global routing |
|---|---|---|
| gates resized | 161 | 113 |
| endpoints found under the setup margin | 38 | 29 |
| hold buffers | 0 | 0 |
| buffers inserted | 10 | 13 |
| pin swaps | 140 | 113 |
## final timing paths
kind    end  slack, ns
min   C[38]       4.51
max   C[15]       0.06
## kinds of logic (layout without fill, tap and decap cells)
| group | Yosys count | after routing | synth area share [%] |
|---|---|---|---|
| AOI/OAI and AO/OA | 1 | 1 | 0.0938 |
| xor gates and xnor gates | 246 | 246 | 33.8 |
| adders and majority gates | 258 | 258 | 56.7 |
| buffers and inverters | 200 | 480 | 9.38 |
| other | 0 | 4 | 0 |
| and+or+nand+nor | 2 | 2 | 0.0938 |
## metal layers
layer	vias to the layer above	part of all wire [%]	GRT usage, %
met5	-	0	0
met4	0	0.13	0.207
met3	2	5.7	2.06
met2	116	53	26.2
met1	2552	41	19.6
li1	2612	-	-
## cell usage after synthesis
cell type | instances | area, sq um
xor2_1 | 41 | 359
xor3_1 | 3 | 71.3
clkbuf_1 | 1 | 3.75
inv_1 | 199 | 747
ha_1 | 84 | 1050
xnor2_4 | 2 | 55.1
xnor3_1 | 25 | 563
xnor2_1 | 165 | 1450
nor2_1 | 2 | 7.51
fa_1 | 174 | 3480
xnor3_4 | 1 | 26.3
xnor2_2 | 4 | 65.1
o21bai_1 | 1 | 7.51
xnor3_2 | 5 | 119
## cells in the final DEF, fill, tap and decap left out
cell / Yosys / routed
ha_4: 0 / 12
xnor3_1: 25 / 24
buf_6: 0 / 13
buf_4: 0 / 145
xor3_1: 3 / 3
xor2_1: 41 / 38
xnor3_2: 5 / 6
buf_2: 0 / 17
dlygate4sd2_1: 0 / 13
fa_1: 174 / 160
xor2_2: 0 / 3
xnor3_4: 1 / 1
buf_8: 0 / 3
inv_1: 199 / 176
o21bai_1: 1 / 1
clkdlybuf4s50_1: 0 / 65
ha_1: 84 / 57
inv_4: 0 / 1
dlymetal6s2s_1: 0 / 15
fa_2: 0 / 14
xnor2_2: 4 / 28
nor2_1: 2 / 2
xnor2_4: 2 / 2
inv_2: 0 / 22
diode_2: 0 / 4
clkdlybuf4s15_1: 0 / 2
clkbuf_2: 0 / 8
xnor2_1: 165 / 141
ha_2: 0 / 15
